==> run.sh <==
#!/bin/bash
# OpenROAD 26Q1-2900-gdf79404cd8, Yosys 0.63+post, stock flow scripts
make -C /OpenROAD-flow-scripts/flow DESIGN_CONFIG=/design/flow/config.mk WORK_HOME=/design/flow/orfs finish
==> config.mk <==
export PLATFORM = sky130hd
export DESIGN_NAME = defogged_image
export DESIGN_NICKNAME = defogged_image
export VERILOG_FILES = /design/flow/design.v
export SDC_FILE = /design/flow/constraint.sdc
export NUM_CORES = 4
export LEC_CHECK = 1
export CORE_UTILIZATION = 40
==> constraint.sdc <==
current_design defogged_image

set clk_period 12.8
set clk_io_pct 0.2

create_clock -name clk0 -period $clk_period [get_ports {clk}]

set non_clock_inputs [all_inputs -no_clocks]
set_input_delay [expr $clk_period * $clk_io_pct] -clock clk0 $non_clock_inputs
set_output_delay [expr $clk_period * $clk_io_pct] -clock clk0 [all_outputs]
==> design.v <==
module	defogged_image(
	input	clk,
	input	nrst,
	input	hsync,
	input	vsync,
	input	en,
	input	[7:0]	r,
	input	[7:0]	g,	
	input	[7:0]	b,
	input	[7:0]	t2,
	input	[7:0]	max_of_dark,
	output	[7:0]	defogged_r,
	output	[7:0]	defogged_g,
	output	[7:0]	defogged_b,
	output	o_hsync,
	output	o_vsync,
	output	o_en
);
wire [7:0]  quotient;
divider_for_defog u4(
	.t2(t2),
	.dividend(12'd4080),
	.clk(clk),
	.nrst(nrst),
	.quotient(quotient)
);
reg [7:0] r_r1,r_r2,r_r3,r_r4,r_r5,r_r6,r_r7,r_r8;
reg [7:0] g_r1,g_r2,g_r3,g_r4,g_r5,g_r6,g_r7,g_r8;
reg [7:0] b_r1,b_r2,b_r3,b_r4,b_r5,b_r6,b_r7,b_r8;
always@(posedge clk or negedge nrst)begin
  if(!nrst)begin
    r_r1  <=  8'd0;
    r_r2  <=  8'd0;
    r_r3  <=  8'd0;
    r_r4  <=  8'd0;
    r_r5  <=  8'd0;
    r_r6  <=  8'd0;
    r_r7  <=  8'd0;
    r_r8  <=  8'd0;
    g_r1  <=  8'd0;
    g_r2  <=  8'd0;
    g_r3  <=  8'd0;
    g_r4  <=  8'd0;
    g_r5  <=  8'd0;
    g_r6  <=  8'd0;
    g_r7  <=  8'd0;
    g_r8  <=  8'd0;
    b_r1  <=  8'd0;
    b_r2  <=  8'd0;
    b_r3  <=  8'd0;
    b_r4  <=  8'd0;
    b_r5  <=  8'd0;
    b_r6  <=  8'd0;
    b_r7  <=  8'd0;
    b_r8  <=  8'd0;
  end
  else begin
    r_r1  <=  r;
    r_r2  <=  r_r1;
    r_r3  <=  r_r2;
    r_r4  <=  r_r3;
    r_r5  <=  r_r4;
    r_r6  <=  r_r5;
    r_r7  <=  r_r6;
    r_r8  <=  r_r7;
    g_r1  <=  g;
    g_r2  <=  g_r1;
    g_r3  <=  g_r2;
    g_r4  <=  g_r3;
    g_r5  <=  g_r4;
    g_r6  <=  g_r5;
    g_r7  <=  g_r6;
    g_r8  <=  g_r7;   
    b_r1  <=  b;
    b_r2  <=  b_r1;
    b_r3  <=  b_r2;
    b_r4  <=  b_r3;
    b_r5  <=  b_r4;
    b_r6  <=  b_r5;
    b_r7  <=  b_r6;
    b_r8  <=  b_r7;
  end
end       
reg	[15:0]	out_r,out_g,out_b;
always@(posedge clk or negedge nrst)begin     
	if(!nrst)begin
		out_r	<=	16'd0;
		out_g	<=	16'd0;
		out_b	<=	16'd0;
	end
	else begin
		out_r	<=	((max_of_dark - r_r8) * quotient);
		out_g	<=	((max_of_dark - g_r8) * quotient);
		out_b	<=	((max_of_dark - b_r8) * quotient);
	end
end
assign defogged_r	=	({4'h0,max_of_dark} >= out_r[15:4]) ? (max_of_dark - out_r[11:4]) : 8'd0;
assign defogged_g	=	({4'h0,max_of_dark} >= out_g[15:4]) ? (max_of_dark - out_g[11:4]) : 8'd0;
assign defogged_b	=	({4'h0,max_of_dark} >= out_b[15:4]) ? (max_of_dark - out_b[11:4]) : 8'd0;
reg hsync_r0,vsync_r0,en_r0,hsync_r1,vsync_r1,en_r1,hsync_r2,vsync_r2,en_r2,hsync_r3,vsync_r3,en_r3;
reg hsync_r4,vsync_r4,en_r4,hsync_r5,vsync_r5,en_r5,hsync_r6,vsync_r6,en_r6,hsync_r7,vsync_r7,en_r7;
reg hsync_r8,vsync_r8,en_r8;
always@(posedge clk or negedge nrst)begin
	if(!nrst)begin
		hsync_r0	<=	1'b0;
		vsync_r0	<=	1'b0;
		en_r0	<=	1'b0;
		hsync_r1	<=	1'b0;
		vsync_r1	<=	1'b0;
		en_r1	<=	1'b0;
		hsync_r2	<=	1'b0;
		vsync_r2	<=	1'b0;
		en_r2	<=	1'b0;
		hsync_r3	<=	1'b0;
		vsync_r3	<=	1'b0;
		en_r3	<=	1'b0;
		hsync_r4	<=	1'b0;
		vsync_r4	<=	1'b0;
		en_r4	<=	1'b0;
		hsync_r5	<=	1'b0;
		vsync_r5	<=	1'b0;
		en_r5	<=	1'b0;
		hsync_r6	<=	1'b0;
		vsync_r6	<=	1'b0;
		en_r6	<=	1'b0;
		hsync_r7	<=	1'b0;
		vsync_r7	<=	1'b0;
		en_r7	<=	1'b0;
		hsync_r8	<=	1'b0;
		vsync_r8	<=	1'b0;
		en_r8	<=	1'b0;		
	end
	else begin
		hsync_r0	<=	hsync;
		vsync_r0	<=	vsync;
		en_r0	<=	en;
		hsync_r1	<=	hsync_r0;
		vsync_r1	<=	vsync_r0;
		en_r1	<=	en_r0;
		hsync_r2	<=	hsync_r1;
		vsync_r2	<=	vsync_r1;
		en_r2	<=	en_r1;
		hsync_r3	<=	hsync_r2;
		vsync_r3	<=	vsync_r2;
		en_r3	<=	en_r2;
		hsync_r4	<=	hsync_r3;
		vsync_r4	<=	vsync_r3;
		en_r4	<=	en_r3;
		hsync_r5	<=	hsync_r4;
		vsync_r5	<=	vsync_r4;
		en_r5	<=	en_r4;
		hsync_r6	<=	hsync_r5;
		vsync_r6	<=	vsync_r5;
		en_r6	<=	en_r5;
		hsync_r7	<=	hsync_r6;
		vsync_r7	<=	vsync_r6;
		en_r7	<=	en_r6;
		hsync_r8	<=	hsync_r7;
		vsync_r8	<=	vsync_r7;
		en_r8	<=	en_r7;				
	end
end
assign	o_hsync	=	hsync_r8;
assign	o_vsync	=	vsync_r8;
assign	o_en	=	en_r8;
endmodule
module divider_for_defog(
	input	[7:0]	t2,
	input	[11:0]	dividend,
	input	clk,
	input	nrst,
	output	[7:0]	quotient
);
reg	[8:0]	step1,step2,step3,step4,step5,step6,step7,step8;
reg	[7:0]	results1,results2,results3,results4,results5,results6,results7,results8;
reg	[7:0]	t2_r1,t2_r2,t2_r3,t2_r4,t2_r5,t2_r6,t2_r7,t2_r8;
always@(posedge clk or negedge nrst)begin
	if(!nrst)	begin
		step1	<=	8'd0;
		results1	<=	8'd0;
		t2_r1	<=	8'd0;
	end
	else if(t2	>=	8'd128)begin
		step1	<=	(dividend[11:4]	>=	t2)	?	(dividend[11:4]	-	t2)	:	dividend[11:4];
		results1	<=	(dividend[11:4]	>=	t2)	?	1'b1	:	1'b0;
		t2_r1	<=	t2;
	end
	else if(t2	>=	8'd64)begin
		step1	<=	(dividend[11:5]	>=	t2)	?	(dividend[11:5]	-	t2)	:	dividend[11:5];
		results1	<=	(dividend[11:5]	>=	t2)	?	1'b1	:	1'b0;
		t2_r1	<=	t2;
	end
	else if(t2	>=	8'd32)begin
		step1	<=	(dividend[11:6]	>=	t2)	?	(dividend[11:6]	-	t2)	:	dividend[11:6];
		results1	<=	(dividend[11:6]	>=	t2)	?	1'b1	:	1'b0;
		t2_r1	<=	t2;		
	end
	else begin
		step1	<=	(dividend[11:7]	>=	t2)	?	(dividend[11:7]	-	t2)	:	dividend[11:7];
		results1	<=	(dividend[11:7]	>=	t2)	?	1'b1	:	1'b0;
		t2_r1	<=	t2;		
	end
end
always@(posedge clk or negedge nrst)begin
	if(!nrst)	begin
		step2	<=	8'd0;
		results2	<=	8'd0;
		t2_r2	<=	8'd0;
	end
	else if(t2_r1	>=	8'd128)begin
		step2	<=	({step1,dividend[3]}	>=	t2_r1)	?	({step1,dividend[3]}	-	t2_r1)	:	{step1,dividend[3]};
		results2	<=	({step1,dividend[3]}	>=	t2_r1)	?	(results1 << 1)+1'b1	:	(results1 << 1)+1'b0;
		t2_r2	<=	t2_r1;
	end
	else if(t2_r1	>=	8'd64)begin
		step2	<=	({step1,dividend[4]}	>=	t2_r1)	?	({step1,dividend[4]}	-	t2_r1)	:	{step1,dividend[4]};
		results2	<=	({step1,dividend[4]}	>=	t2_r1)	?	(results1 << 1)+1'b1	:	(results1 << 1)+1'b0;
		t2_r2	<=	t2_r1;
	end
	else if(t2_r1	>=	8'd32)begin
		step2	<=	({step1,dividend[5]}	>=	t2_r1)	?	({step1,dividend[5]}	-	t2_r1)	:	{step1,dividend[5]};
		results2	<=	({step1,dividend[5]}	>=	t2_r1)	?	(results1 << 1)+1'b1	:	(results1 << 1)+1'b0;
		t2_r2	<=	t2_r1;	
	end
	else begin
		step2	<=	({step1,dividend[6]}	>=	t2_r1)	?	({step1,dividend[6]}	-	t2_r1)	:	{step1,dividend[6]};
		results2	<=	({step1,dividend[6]}	>=	t2_r1)	?	(results1 << 1)+1'b1	:	(results1 << 1)+1'b0;
		t2_r2	<=	t2_r1;	
	end
end
always@(posedge clk or negedge nrst)begin
	if(!nrst)	begin
		step3	<=	8'd0;
		results3	<=	8'd0;
		t2_r3	<=	8'd0;
	end
	else if(t2_r2	>=	8'd128)begin
		step3	<=	({step2,dividend[2]}	>=	t2_r2)	?	({step2,dividend[2]}	-	t2_r2)	:	{step2,dividend[2]};
		results3	<=	({step2,dividend[2]}	>=	t2_r2)	?	(results2 << 1)+1'b1	:	(results2 << 1)+1'b0;
		t2_r3	<=	t2_r2;
	end
	else if(t2_r2	>=	8'd64)begin
		step3	<=	({step2,dividend[3]}	>=	t2_r2)	?	({step2,dividend[3]}	-	t2_r2)	:	{step2,dividend[3]};
		results3	<=	({step2,dividend[3]}	>=	t2_r2)	?	(results2 << 1)+1'b1	:	(results2 << 1)+1'b0;
		t2_r3	<=	t2_r2;
	end
	else if(t2_r2	>=	8'd32)begin
		step3	<=	({step2,dividend[4]}	>=	t2_r2)	?	({step2,dividend[4]}	-	t2_r2)	:	{step2,dividend[4]};
		results3	<=	({step2,dividend[4]}	>=	t2_r2)	?	(results2 << 1)+1'b1	:	(results2 << 1)+1'b0;
		t2_r3	<=	t2_r2;
	end
	else begin
		step3	<=	({step2,dividend[5]}	>=	t2_r2)	?	({step2,dividend[5]}	-	t2_r2)	:	{step2,dividend[5]};
		results3	<=	({step2,dividend[5]}	>=	t2_r2)	?	(results2 << 1)+1'b1	:	(results2 << 1)+1'b0;
		t2_r3	<=	t2_r2;
	end
end
always@(posedge clk or negedge nrst)begin
	if(!nrst)	begin
		step4	<=	8'd0;
		results4	<=	8'd0;
		t2_r4	<=	8'd0;
	end
	else if(t2_r3	>=	8'd128)begin
		step4	<=	({step3,dividend[1]}	>=	t2_r3)	?	({step3,dividend[1]}	-	t2_r3)	:	{step3,dividend[1]};
		results4	<=	({step3,dividend[1]}	>=	t2_r3)	?	(results3 << 1)+1'b1	:	(results3 << 1)+1'b0;
		t2_r4	<=	t2_r3;
	end
	else if(t2_r3	>=	8'd64)begin
		step4	<=	({step3,dividend[2]}	>=	t2_r3)	?	({step3,dividend[2]}	-	t2_r3)	:	{step3,dividend[2]};
		results4	<=	({step3,dividend[2]}	>=	t2_r3)	?	(results3 << 1)+1'b1	:	(results3 << 1)+1'b0;
		t2_r4	<=	t2_r3;
	end
	else if(t2_r3	>=	8'd32)begin
		step4	<=	({step3,dividend[3]}	>=	t2_r3)	?	({step3,dividend[3]}	-	t2_r3)	:	{step3,dividend[3]};
		results4	<=	({step3,dividend[3]}	>=	t2_r3)	?	(results3 << 1)+1'b1	:	(results3 << 1)+1'b0;
		t2_r4	<=	t2_r3;
	end
	else begin
		step4	<=	({step3,dividend[4]}	>=	t2_r3)	?	({step3,dividend[4]}	-	t2_r3)	:	{step3,dividend[4]};
		results4	<=	({step3,dividend[4]}	>=	t2_r3)	?	(results3 << 1)+1'b1	:	(results3 << 1)+1'b0;
		t2_r4	<=	t2_r3;
	end
end
always@(posedge clk or negedge nrst)begin
	if(!nrst)	begin
		step5	<=	8'd0;
		results5	<=	8'd0;
		t2_r5	<=	8'd0;
	end
	else if(t2_r4	>=	8'd128)begin
		step5	<=	({step4,dividend[0]}	>=	t2_r4)	?	({step4,dividend[0]}	-	t2_r4)	:	{step4,dividend[0]};
		results5	<=	({step4,dividend[0]}	>=	t2_r4)	?	(results4 << 1)+1'b1	:	(results4 << 1)+1'b0;
		t2_r5	<=	t2_r4;
	end
	else if(t2_r4	>=	8'd64)begin
		step5	<=	({step4,dividend[1]}	>=	t2_r4)	?	({step4,dividend[1]}	-	t2_r4)	:	{step4,dividend[1]};
		results5	<=	({step4,dividend[1]}	>=	t2_r4)	?	(results4 << 1)+1'b1	:	(results4 << 1)+1'b0;
		t2_r5	<=	t2_r4;
	end
	else if(t2_r4	>=	8'd32)begin
		step5	<=	({step4,dividend[2]}	>=	t2_r4)	?	({step4,dividend[2]}	-	t2_r4)	:	{step4,dividend[2]};
		results5	<=	({step4,dividend[2]}	>=	t2_r4)	?	(results4 << 1)+1'b1	:	(results4 << 1)+1'b0;
		t2_r5	<=	t2_r4;
	end
	else begin
		step5	<=	({step4,dividend[3]}	>=	t2_r4)	?	({step4,dividend[3]}	-	t2_r4)	:	{step4,dividend[3]};
		results5	<=	({step4,dividend[3]}	>=	t2_r4)	?	(results4 << 1)+1'b1	:	(results4 << 1)+1'b0;
		t2_r5	<=	t2_r4;
	end
end
always@(posedge clk or negedge nrst)begin
	if(!nrst)	begin
		step6	<=	8'd0;
		results6	<=	8'd0;
		t2_r6	<=	8'd0;
	end
	else if(t2_r5	>=	8'd128)begin
		step6	<=	9'd0;
		results6	<=	results5;
		t2_r6	<=	t2_r5;
	end
	else if(t2_r5	>=	8'd64)begin
		step6	<=	({step5,dividend[0]}	>=	t2_r5)	?	({step5,dividend[0]}	-	t2_r5)	:	{step5,dividend[0]};
		results6	<=	({step5,dividend[0]}	>=	t2_r5)	?	(results5 << 1)+1'b1	:	(results5 << 1)+1'b0;
		t2_r6	<=	t2_r5;
	end
	else if(t2_r5	>=	8'd32)begin
		step6	<=	({step5,dividend[1]}	>=	t2_r5)	?	({step5,dividend[1]}	-	t2_r5)	:	{step5,dividend[1]};
		results6	<=	({step5,dividend[1]}	>=	t2_r5)	?	(results5 << 1)+1'b1	:	(results5 << 1)+1'b0;
		t2_r6	<=	t2_r5;
	end
	else begin
		step6	<=	({step5,dividend[2]}	>=	t2_r5)	?	({step5,dividend[2]}	-	t2_r5)	:	{step5,dividend[2]};
		results6	<=	({step5,dividend[2]}	>=	t2_r5)	?	(results5 << 1)+1'b1	:	(results5 << 1)+1'b0;
		t2_r6	<=	t2_r5;
	end
end
always@(posedge clk or negedge nrst)begin
	if(!nrst)	begin
		step7	<=	8'd0;
		results7	<=	8'd0;
		t2_r7	<=	8'd0;
	end
	else if(t2_r6	>=	8'd128)begin
		step7	<=	9'd0;
		results7	<=	results6;
		t2_r7	<=	t2_r6;
	end
	else if(t2_r6	>=	8'd64)begin
		step7	<=	9'd0;
		results7	<=	results6;
		t2_r7	<=	t2_r6;
	end
	else if(t2_r6	>=	8'd32)begin
		step7	<=	({step6,dividend[0]}	>=	t2_r6)	?	({step6,dividend[0]}	-	t2_r6)	:	{step6,dividend[0]};
		results7	<=	({step6,dividend[0]}	>=	t2_r6)	?	(results6 << 1)+1'b1	:	(results6 << 1)+1'b0;
		t2_r7	<=	t2_r6;
	end
	else begin
		step7	<=	({step6,dividend[1]}	>=	t2_r6)	?	({step6,dividend[1]}	-	t2_r6)	:	{step6,dividend[1]};
		results7	<=	({step6,dividend[1]}	>=	t2_r6)	?	(results6 << 1)+1'b1	:	(results6 << 1)+1'b0;
		t2_r7	<=	t2_r6;
	end
end
always@(posedge clk or negedge nrst)begin
	if(!nrst)	begin
		step8	<=	8'd0;
		results8	<=	8'd0;
		t2_r8	<=	8'd0;
	end
	else if(t2_r7	>=	8'd128)begin
		step8	<=	9'd0;
		results8	<=	results7;
		t2_r8	<=	t2_r7;
	end
	else if(t2_r7	>=	8'd64)begin
		step8	<=	9'd0;
		results8	<=	results7;
		t2_r8	<=	t2_r7;
	end
	else if(t2_r7	>=	8'd32)begin
		step8	<=	9'd0;
		results8	<=	results7;
		t2_r8	<=	t2_r7;
	end
	else begin
		step8	<=	({step7,dividend[0]}	>=	t2_r7)	?	({step7,dividend[0]}	-	t2_r7)	:	{step7,dividend[0]};
		results8	<=	({step7,dividend[0]}	>=	t2_r7)	?	(results7 << 1)+1'b1	:	(results7 << 1)+1'b0;
		t2_r8	<=	t2_r7;
	end
end
assign	quotient	=	results8;
endmodule
==> reports/notes.md <==
The flow ran to the end, and the final reports show no timing, DRC or antenna violations. Overall track demand over capacity in global routing: 16.53%. The worst hold path startpoint was b_r2[5]. The report lists the number of cells resized after CTS as 0.

Worst-case hold path end point: b_r3[5]. The floorplan core density came out at 40.43%. Global route summary, busiest routing layer listed as met1.

The H-tree was split into 2 levels. The run gives 0 as the number of remaining DRC errors. On the reported timing paths, the clock transition at the registers reads 60 ps. The area added between synthesis and finish is 13.05%, and the total cell area reported by yosys after synthesis is 0.02495 sq mm. The chip height is 251.7 microns, and the maximum number of pins on one net before global-route repair is 69. The worst path meets setup with 4186 ps of slack. The number of antenna-violating nets in the routed design was 0. The number of cell instances on the worst register-to-register path was 21.

In the hold timing report, the worst path depth is 0. The number of setup buffers added after CTS is 0. The worst setup path is of the in2out kind. The logs give a warning total of 37. The class of the most critical hold timing path was reg2reg. The cell area that synthesis handed to floorplanning was 0.02495 sq mm. The synthesis report gives the async set-or-reset register share as 100.0%.

In this run the register-to-register setup slack is 6720 ps. Across all checked pins, the minimum headroom to the slew limit is 36.14%. For the final database, setup skew stands at 28.10 ps. The number of global-route vias before repair is 16.38k, and the share of final-layout standard cells stronger than drive strength 1 is 5.832%. Synthesis produced 2341 cells.

The worst reg2reg path endpoint was out_r[15]. The initialized floorplan defines 91 standard-cell rows. For this run, the script counts the antenna cells in the layout as 0.

Data on the critical path is required at its endpoint by 10240 ps. The category of the worst setup path launch point was an input pin. Warnings reported by Yosys during synthesis add up to 2. For this run the detailed placement stage logged an HPWL of 35490 microns.

The final layout reports a setup TNS of 0 ps. In the layout the commonest cells are 410 x sky130_fd_sc_hd__dfrtp_1, 388 x sky130_fd_sc_hd__inv_1, 186 x sky130_fd_sc_hd__fa_1. Timing analysis after detailed placement gives a worst setup slack of 3684 ps. The distinct cell type count after synthesis is 76. For the count of hold buffers inserted by post-cts repair, the log shows 0.

Timing would allow up to 0.1161 GHz. After routing the design area is 0.02820 sq mm. The number of detailed-route iterations in the first pass is 5.

Wires add up to 47260 microns. The tree is rooted in a sky130_fd_sc_hd__clkbuf_16. For the worst hold margin, the log shows 333.0 ps. During placement, the flow inserted port buffers numbering 71. The mean area per synthesized cell works out to 10.66 sq um. The report lists the cells along the critical path as clkdlybuf4s50_1, inv_1, ha_1, inv_1, fa_1, a21o_1, a21oi_1, o21bai_1, a21o_1, o2111ai_1, a21boi_0, clkdlybuf4s50_1. The DRC marker count from the first detailed-route iteration is 650. Counting the buffers created by CTS gives 45. In this run the maximum-capacitance check reported violations numbering 0. Combined buffer and inverter count along the critical path: 4. Per the finish-stage timing summary, setup violations number 0. Per the gpl log, the routability congestion estimate is 0.9182. The total overflow left after global routing is 0. The routed design could run at a clock period as short as 8615 ps. The final critical path takes up 67.30% of the cycle.

Once synthesis finished, the tally of register bits stood at 410. The clock reaches the later pin of the worst-skew pair after 570 ps. The CTS log lists the clock sinks for this run as 410.

The worst reg2reg path startpoint is r_r8[1]. The dominant delay contributor by cell family on the critical path was AND-OR/OR-AND gates. The run gives 0 for the count of final max-slew check failures. The dominant synthesized flop cell was sky130_fd_sc_hd__dfrtp_1. The per-cell routed wire length was 14.29 microns. For this design, the slowest cell found on the critical path is sky130_fd_sc_hd__o2111ai_1.

Critical path capture point type: an output pin. Global routing consumed, on the met2 layer, 24.73% of the routing resources. The die covers 0.06337 sq mm. The delay contributed by the slowest stage of the critical path is 520 ps, and the yosys cell count is 2341. For this run, global-route usage on met1 was measured as 24.81%.

The global-route wire length before repair is 81310 microns. The top-level port count came out at 72. For reference, the final report shows the hold violation count at 0. The average vias per placed instance came out at 4.809.

After detailed placement, the total cell area comes to 0.02667 sq mm. The vias after detailed routing was 15.90k. The sequential cell area fraction in the yosys report is 41.13%. Data arrival time of the critical path: 6050 ps.

The run gives 0 as the number of antenna violations at the first check in global routing. Met3 routing resource usage after global routing: 5.149%. The total area inside the core boundary comes to 0.06171 sq mm. Along the worst path, the maximum fanout reaches 8. Setup repair after global routing left no endpoint under its margin. The post-synth tally of flip-flops with integrated enable is 0, and the buffer levels on the longest clock path is 3. The library cell used most frequently in the layout, excluding fill and tap cells, is sky130_fd_sc_hd__dfrtp_1.

The transition time recorded at the tightest slew-check pin is 945.9 ps. In this run the horizontal extent of the chip is 251.7 microns. TritonCTS built the clock tree.
stage by stage:
| step | utilization, % | instances |
|---|---|---|
| 2_1_floorplan | - | 2341 |
| 6_report | 45.70 | 3306 |
| 4_1_cts | 45.70 | 3306 |
| 5_1_grt | 45.70 | 3306 |
| 3_3_place_gp | 43.21 | 3225 |
| 3_5_place_dp | 43.21 | 3225 |
flip-flops by register name, summed over array words and instances, names as in the netlist, 9 cells and up:
register	cells
u4.step2	9
out_g	12
u4.step7	9
u4.step5	9
out_b	12
u4.step3	9
out_r	12
u4.step4	9
u4.step1	9
u4.step6	9
cells by family (layout without fill, tap and decap cells):
| group | after synthesis | after routing | synth area share, % |
|---|---|---|---|
| AOI/OAI and AO/OA | 362 | 362 | 9.629 |
| xor gates and xnor gates | 117 | 117 | 4.163 |
| buffers and inverters | 432 | 560 | 6.620 |
| DFF | 410 | 410 | 41.13 |
| other | 1 | 1 | 0.01503 |
| muxes | 53 | 53 | 2.277 |
| adders and majority gates | 361 | 361 | 23.70 |
| and+or+nand+nor | 605 | 605 | 12.47 |
layout make-up:
cell class              instances  area (sq um)
inverters                     388          1456
repair buffers                 91         865.8
flip-flops and latches        410         10260
well taps                     837          1047
clock buffers                  58          1257
multi-input cells            1499         13040
fillers                      5590         33510
clock inverters                23         280.3
worst max path at each step:
| stage | from | end | slack (ps) | cells after the start |
|---|---|---|---|---|
| CTS | max_of_dark[0] | defogged_r[1] | 4100 | 12 |
| global route | max_of_dark[0] | defogged_r[1] | 3840 | 12 |
| finish | max_of_dark[0] | defogged_r[1] | 4190 | 12 |
synthesized netlist by cell type (5+ instances only):
library cell | n | area share [%]
sky130_fd_sc_hd__and2_1 | 87 | 2.2
sky130_fd_sc_hd__fa_1 | 186 | 15
sky130_fd_sc_hd__nor4_1 | 6 | 0.15
sky130_fd_sc_hd__o211ai_1 | 12 | 0.36
sky130_fd_sc_hd__clkbuf_1 | 36 | 0.54
sky130_fd_sc_hd__o21a_1 | 29 | 0.87
sky130_fd_sc_hd__nor2b_1 | 63 | 1.6
sky130_fd_sc_hd__o31ai_1 | 6 | 0.18
sky130_fd_sc_hd__a21boi_0 | 12 | 0.36
sky130_fd_sc_hd__nand3_1 | 33 | 0.66
sky130_fd_sc_hd__o2111ai_1 | 6 | 0.21
sky130_fd_sc_hd__o21ai_0 | 76 | 1.5
sky130_fd_sc_hd__nand2b_1 | 42 | 1.1
sky130_fd_sc_hd__nor2_1 | 95 | 1.4
sky130_fd_sc_hd__nand2_1 | 169 | 2.5
sky130_fd_sc_hd__a21oi_1 | 106 | 2.1
sky130_fd_sc_hd__a31oi_1 | 9 | 0.23
sky130_fd_sc_hd__o31a_1 | 6 | 0.21
sky130_fd_sc_hd__nand4_1 | 11 | 0.28
sky130_fd_sc_hd__o221ai_1 | 6 | 0.21
sky130_fd_sc_hd__or3b_2 | 5 | 0.18
sky130_fd_sc_hd__xnor2_1 | 85 | 3.0
sky130_fd_sc_hd__xor2_1 | 31 | 1.1
sky130_fd_sc_hd__a21o_1 | 23 | 0.69
sky130_fd_sc_hd__mux2_2 | 26 | 1.2
sky130_fd_sc_hd__or3_1 | 18 | 0.45
sky130_fd_sc_hd__inv_1 | 388 | 5.8
sky130_fd_sc_hd__nor3_1 | 36 | 0.72
sky130_fd_sc_hd__nor3b_1 | 17 | 0.51
sky130_fd_sc_hd__ha_1 | 175 | 8.8
sky130_fd_sc_hd__a211oi_1 | 9 | 0.27
sky130_fd_sc_hd__dfrtp_1 | 410 | 41
sky130_fd_sc_hd__and3_1 | 5 | 0.13
sky130_fd_sc_hd__o21bai_1 | 9 | 0.27
sky130_fd_sc_hd__mux2i_1 | 26 | 1.0
metal layers:
metal | vias up | wire, microns
met5 | - | 0
met4 | 0 | 1148
met2 | 318 | 21200
met1 | 7714 | 21710
li1 | 7794 | -
met3 | 72 | 3200
