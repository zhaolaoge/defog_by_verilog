==> design/flow/design.v <==
module image_absorbance(
	input	clk,
	input	nrst,
	input	hsync,
	input	vsync,
	input	en,
	input	[7:0]	in_data,
	output	o_hsync,
	output	o_vsync,
	output	o_en,
	output	[7:0]	out_data
);
localparam [15:0]	defog_factor = 16'd167;    
localparam [15:0]	global_average_factor = 16'd26;
reg	[15:0]	t1,t2;
always@(posedge clk or negedge nrst)begin
	if(!nrst)begin
		t1	<=	16'd0;
		t2	<=	16'd0;
	end
	else begin
		t1	<=	16'd255 - ((defog_factor * in_data )>> 8);
		t2	<=	global_average_factor; 
	end
end
assign out_data	=	(t1 >= t2)	?	t1[7:0]:t2[7:0] ;
reg hsync_r,vsync_r,en_r;
always@(posedge clk or negedge nrst)begin
	if(!nrst)begin
		hsync_r	<=	1'b0;
		vsync_r	<=	1'b0;
		en_r	<=	1'b0;
	end
	else begin
		hsync_r	<=	hsync;
		vsync_r	<=	vsync;
		en_r	<=	en;
	end
end
assign o_hsync	=	hsync_r;
assign o_vsync	=	vsync_r;
assign o_en		=	en_r;
endmodule
==> design/flow/run.sh <==
#!/bin/bash
# OpenROAD 26Q1-2900-gdf79404cd8, Yosys 0.63+post, stock flow scripts
make -C /OpenROAD-flow-scripts/flow DESIGN_CONFIG=/design/flow/config.mk WORK_HOME=/design/flow/orfs finish
==> design/flow/config.mk <==
export PLATFORM = sky130hd
export DESIGN_NAME = image_absorbance
export DESIGN_NICKNAME = image_absorbance
export VERILOG_FILES = /design/flow/design.v
export SDC_FILE = /design/flow/constraint.sdc
export NUM_CORES = 4
export LEC_CHECK = 1
export CORE_AREA = 10 10 104 104
export DIE_AREA = 0 0 114 114
==> design/flow/constraint.sdc <==
current_design image_absorbance

set clk_period 2.6
set clk_io_pct 0.2

create_clock -name clk0 -period $clk_period [get_ports {clk}]

set non_clock_inputs [all_inputs -no_clocks]
set_input_delay [expr $clk_period * $clk_io_pct] -clock clk0 $non_clock_inputs
set_output_delay [expr $clk_period * $clk_io_pct] -clock clk0 [all_outputs]
==> flow_summary.yaml <==
# flow metrics
yosys:
  synth_area_per_cell_um2: 10.2
  yosys.area.top_type: "ha_1"
  ys_warn_count: 1
  yosys-stat-area_um2: 1620
  netlist_instances: 159
  ys_seq_frac: 0.185
  ys_seq_elements: 12
  area_leaders: "ha_1 (36%), dfrtp_1 (19%), fa_1 (14%)"
  synth_top_area_share: 0.355
  synth_area_um2: 1620
  yosys_cells: 159
  synth_cell_type_count: 39
setup_path:
  cp_slowest_cell: "fa_1"
  cp_slowest_stage_delay_ns: 0.52
  crit_arrival_ns: 3.81
  crit_fanout: 3
  cp_cell_sequence: "buf_8 > fa_1 > inv_1 > fa_1 > inv_1 > fa_1 > inv_1 > fa_1 > inv_2 > ha_4 > and3_4 > and2_4 > a211oi_2 > o21bai_1 > xnor2_1"
  path_common_cell: "fa_1"
  worstSetupPathType: "primary input to flop"
  end_kind: "flop"
  cp-start-kind: "primary input"
  crit_required_ns: 2.75
floorplan:
  io_pins: 24
  die_h_um: 114
  die_w_um: 114
  initCoreUtil: 0.187
  rows: 34
  core_area_um2: 8680
  die_area_um2: 13000
placed_design:
  dp_hpwl_mm: 2.79
  post-place-ws_ns: -1.72
  gp_congestion: 0.830
  io_buffers: 23
job:
  warning_count: 29
  maxCapViolCount: 0
outcome:
  outcome: "finished, violations left"
  failed_checks: "negative setup slack"
drt:
  wirelength_mm: 3.12
  drtPass1Iterations: 4
  wl_per_cell_um: 9.72
  drtIter0Drc: 39
  num_vias: 1258
  detail-route-antenna-nets: 0
  drcViolationCount: 0
  antennaDiodeCount: 0
  vias_per_cell: 3.92
global_routing:
  grt_overflow: 0
  grt_pass1_vias: 1242
  grt_max_degree: 13
  grt.busiest_layer: "met1"
  antenna_found_initial: 0
  grt_first_pass_wirelength_mm: 5.53
  met1_usage: 0.0789
  met3_usage: 0.0133
  met2_usage: 0.0661
  grt_usage: 0.0493
final_timing:
  fin_ws_ns: -1.06
  hold_viol_final: 0
  min_period_ns: 3.66
  fmax_ghz: 0.273
  setup_viol: 8
  tightest_slew_ns: 0.504
  post-route-period-util: 1.41
  worst_slew_margin_rel: 0.663
  rsz0062_at_grt: "yes"
  slew_violations: 0
clock_tree:
  cts_tree: "done"
  cts_buffers: 3
  clock-root-buffer: "clkbuf_8"
  clock_path_buffers: 2
  clkSinkCount: 12
  holdBufCountCts: 0
  htree_levels: 1
  clk_pin_slew_ns: 0.05
final_layout:
  drive_gt1_frac: 0.347
  area_delta_synth_final_pct: 48.4
  fillers: 917
  final_cell_mix: "ha_1 (39), inv_1 (28), buf_4 (27)"
  post-route-util: 0.277
  layout_top_cell: "ha_1"
pwr:
  leakagePower_nw: 1.17
  peakVddDrop_mv: 0.241
  power.density_nw_per_um2: 698
min_path:
  min-delay-path-class: "primary input to async pin"
report_power, final:
group          total (W)  internal, W  switching (W)
logic            0.00120     0.000681       0.000519
clock network   0.000195     0.000133      0.0000615
registers       0.000283     0.000250      0.0000322
total            0.00168      0.00106       0.000612
per-layer routing:
metal / vias up / part of all wire / wire (um)
met2: 22 / 0.39 / 1220
li1: 641 / - / -
met5: - / 0 / 0
met4: 0 / 0.0035 / 11
met3: 2 / 0.071 / 223
met1: 593 / 0.53 / 1670
worst max-delay path: cells and delay by family:
family                     cells  cell delay [ns]
AOI/OAI and AO/OA              2             0.32
xor gates and xnor gates       1             0.18
adders and majority gates      5             2.20
buffers and inverters          5             0.30
and+or+nand+nor                2             0.30
what timing repair did:
action                     4_1_cts  5_1_grt
buffers inserted                 2        3
setup endpoints to repair       13       11
resized                         32       20
pin swaps                       22       22
Yosys cell counts, drive strengths merged:
master,n
xor2,3
mux2i,1
inv,31
o31ai,1
nor2,3
nand2b,2
or2,1
o221ai,1
and2,3
and3,1
dfrtp,12
nand3,1
nand2,3
nand4,1
nor4,1
o31a,1
nor3,3
conb,1
a21oi,9
o22ai,1
a211oi,2
clkbuf,3
a31o,1
o21bai,1
nand3b,1
a311oi,1
xnor2,4
mux2,2
fa,11
ha,46
o21ai,5
nor2b,2
cell type report:
type / count / area, um^2 / share of cell area
clock buffers: 4 / 55.1 / 0.0229
inverters: 31 / 116 / 0.0484
multi-input cells: 113 / 1350 / 0.563
flip-flops and latches: 12 / 300 / 0.125
well taps: 108 / 135 / 0.0563
repair buffers: 53 / 444 / 0.185
metrics by stage:
step,hold WS [ns],total power (W),cell area [um^2],TNS (ns),cells
finish,0.623,0.00168,2400,-7.59,321
global route,0.675,0.00186,2400,-8.79,321
CTS,0.635,0.00157,2290,-8.00,318
detailed placement,0.895,0.00132,2190,-12.79,312
global placement,0.892,0.00131,2190,-12.63,312
floorplan,0.224,0.000903,1650,-7.62,159
final timing paths:
path	from	end	slack [ns]
hold / removal	nrst	hsync_r$_DFF_PN0_	0.62
min in group clk0	vsync	vsync_r$_DFF_PN0_	0.72
setup / recovery	in_data[7]	t1[6]$_DFF_PN0_	-1.06
max in group asynchronous	nrst	t1[4]$_DFF_PN0_	1.64
sequential cells by signal (all words and copies together), names as in the netlist:
register / count
en_r: 1
t1: 8
vsync_r: 1
hsync_r: 1
t2: 1
logic make-up (layout without fill, tap and decap cells):
| family | count (synthesis) | count (layout) | synth area share |
|---|---|---|---|
| AOI/OAI and AO/OA | 23 | 23 | 0.101 |
| xor gates and xnor gates | 7 | 7 | 0.0379 |
| adders and majority gates | 57 | 57 | 0.491 |
| buffers and inverters | 34 | 88 | 0.0788 |
| DFF | 12 | 12 | 0.185 |
| muxes | 3 | 3 | 0.0247 |
| other | 1 | 1 | 0.00232 |
| and+or+nand+nor | 22 | 22 | 0.0781 |
Power figures rest on the tool's default switching activity, not on a simulated workload.
